==> run.sh <==
#!/bin/bash
# OpenROAD 26Q1-2900-gdf79404cd8, Yosys 0.63+post, stock flow scripts
make -C /OpenROAD-flow-scripts/flow DESIGN_CONFIG=/design/flow/config.mk WORK_HOME=/design/flow/orfs finish
==> config.mk <==
export PLATFORM = sky130hd
export DESIGN_NAME = axi_ad9361_tdd_if
export DESIGN_NICKNAME = axi_ad9361_tdd_if
export VERILOG_FILES = /design/flow/design.v
export SDC_FILE = /design/flow/constraint.sdc
export NUM_CORES = 4
export LEC_CHECK = 1
export CORE_AREA = 10 10 70 70
export DIE_AREA = 0 0 80 80
==> constraint.sdc <==
current_design axi_ad9361_tdd_if

set clk_period 1.0
set clk_io_pct 0.2

create_clock -name clk0 -period $clk_period [get_ports {clk}]

set non_clock_inputs [all_inputs -no_clocks]
set_input_delay [expr $clk_period * $clk_io_pct] -clock clk0 $non_clock_inputs
set_output_delay [expr $clk_period * $clk_io_pct] -clock clk0 [all_outputs]
==> design.v <==
`timescale 1ns/1ps
module axi_ad9361_tdd_if#(
  parameter       LEVEL_OR_PULSE_N = 0) (
  input                   clk,
  input                   rst,
  input                   tdd_rx_vco_en,
  input                   tdd_tx_vco_en,
  input                   tdd_rx_rf_en,
  input                   tdd_tx_rf_en,
  output                  ad9361_txnrx,
  output                  ad9361_enable,
  output      [ 7:0]      ad9361_tdd_status);
  localparam      PULSE_MODE = 0;
  localparam      LEVEL_MODE = 1;
  reg             tdd_vco_overlap = 1'b0;
  reg             tdd_rf_overlap = 1'b0;
  wire            ad9361_txnrx_s;
  wire            ad9361_enable_s;
  assign ad9361_txnrx_s = tdd_tx_vco_en & ~tdd_rx_vco_en;
  generate
  if (LEVEL_OR_PULSE_N == PULSE_MODE) begin
    reg  tdd_rx_rf_en_d = 1'b0;
    reg  tdd_tx_rf_en_d = 1'b0;
    always @(posedge clk) begin
      tdd_rx_rf_en_d <= tdd_rx_rf_en;
      tdd_tx_rf_en_d <= tdd_tx_rf_en;
    end
    assign ad9361_enable_s = (tdd_rx_rf_en_d ^ tdd_rx_rf_en) ||
                             (tdd_tx_rf_en_d ^ tdd_tx_rf_en);
  end else
    assign ad9361_enable_s = (tdd_rx_rf_en | tdd_tx_rf_en);
  endgenerate
  always @(posedge clk) begin
    if(rst == 1'b1) begin
      tdd_vco_overlap <= 1'b0;
      tdd_rf_overlap <= 1'b0;
    end else begin
      tdd_vco_overlap <= tdd_rx_vco_en & tdd_tx_vco_en;
      tdd_rf_overlap <= tdd_rx_rf_en & tdd_tx_rf_en;
    end
  end
  assign ad9361_tdd_status = {6'b0, tdd_rf_overlap, tdd_vco_overlap};
  assign ad9361_txnrx = ad9361_txnrx_s;
  assign ad9361_enable = ad9361_enable_s;
endmodule
==> ci_impl_report.md <==
## Implementation flow summary

| Metric | Value |
|---|---|
| GRT met1 Usage | `2.19%` |
| Log Warnings | `30` |
| WP data required | `0.80 ns` |
| I/O pins | `16` |
| Arrival time worst endpoint | `0.84 ns` |
| CTS Root Cell | `clkbuf_4` |
| Largest net degree at the start of global routing | `4` |
| HP Class | `in2reg` |
| Final Wtd Congestion | `0.642` |
| Failing checks | `setup timing` |
| Sink Count | `4` |
| Initial antenna violation count | `0` |
| Chip footprint | `6400 µm²` |
| Gr busiest metal | `met1` |
| Post-cts hold buffer count | `0` |
| Inst Count DP | `73` |
| Final setup fails | `1` |
| Layout Cells excl Fill | `76` |
| Fin. Hold Viols | `0` |
| Pleak | `0.137 nW` |
| Ys Warns | `1` |
| Antenna-violating nets left | `0` |
| Core Region | `3420 µm²` |
| Placement Cell Area | `293 µm²` |
| Fp_density | `5.46%` |
| Vias | `128` |
| Total CTS buffers | `3` |
| Crit path cell chain | `xnor2_2 -> nand2_1 -> buf_2` |
| CP Max Fanout | `1` |
| DR iter-0 viols | `0` |
| Logic gate share of total power | `11.9%` |
| Layout cells sized above 1 | `30.0%` |
| GR met2 Demand/Resource | `1.61%` |
| Pins Over Slew Limit | `0` |
| # diodes | `0` |
| Status | `finished with violations` |
| Maximum VDD drop | `0.639 mV` |
| FP Rows | `21` |
| Router iterations before antenna repair | `1` |
| Top logic cells by instance count in the layout | `conb_1, dlygate4sd2_1, nand2_1, clkbuf_4` |
| Crit path largest cell delay | `0.31 ns` |
| Chip Area, Yosys | `186 µm²` |
| H-tree Lvls | `1` |
| # DRC | `0` |
| Critical path launch point type | `flop` |
| WHS Path Cells | `1` |
| Clock-pin slew on the worst setup and hold paths | `0.04 ns` |
| Hold EP | `genblk1.tdd_rx_rf_en_d` |
| Design area | `318 µm²` |
| Clock power frac | `47.0%` |
| Die W | `80 µm` |
| Max_cap viols | `0` |
| RSZ-0062 raised after global routing | `true` |
| Net Sw Power | `0.0000853 W` |
| Crit end category | `primary output` |
| Ys flops | `4` |
| Syn-to-layout area delta | `70.5%` |
| Fmax | `960 MHz` |
| Global-route wire length before repair | `793 µm` |
| Layout Utilization | `9.30%` |
| CTS tree | `done` |
| Sequential power share | `41.1%` |
| Sw Ratio | `20.3%` |
| Post-CTS Setup Inserts | `0` |
| Post-layout minimum cycle time | `1.04 ns` |
| WHS | `0.300 ns` |
| Pwr dens | `1320 nW/µm²` |
| Min-delay src | `tdd_rx_rf_en` |
| Die height | `80 µm` |
| Worst setup margin | `-0.0417 ns` |
| Critical path's slowest cell | `dfxtp_2` |
| Register share after synthesis | `43.0%` |
| Final wirelength | `497 µm` |
| WS Path Type | `reg2out` |
| Post-Synthesis Cells | `21` |
| Via/cell ratio | `1.68` |
| Vias in the first global route | `170` |
| Post-layout period usage | `104%` |
| # Cells Yosys | `21` |
| Overflow after GRT | `0` |
| Mean area per synthesized cell | `8.88 µm²` |
| Drt wl/cell | `6.54 µm` |
| Met3 Usage GRT | `1.48%` |
| I/O Buffers | `9` |
| Internal | `0.000335 W` |
| Cell Type Count | `7` |
| Post-DP HPWL | `442 µm` |
| Deepest clock path buffer count | `2` |
| Post-Syn Area | `186 µm²` |
| Gr usage total | `1.60%` |
| Most instantiated logic cell after routing | `conb_1` |
flip-flops by register name (all words and copies together), names as in the netlist:
register / count
genblk1.tdd_rx_rf_en_d: 1
tdd_rf_overlap: 1
genblk1.tdd_tx_rf_en_d: 1
tdd_vco_overlap: 1
stage by stage:
step | setup slack, ns | TNS [ns] | total power, W
floorplan | 0.356 | 0 | 0.000204
global placement | -0.602 | -1.07 | 0.000234
detailed placement | -0.578 | -1.05 | 0.000233
CTS | -0.118 | -0.118 | 0.000423
global route | -0.106 | -0.106 | 0.000454
finish | -0.0417 | -0.0417 | 0.000420
critical path, delay by kind of cell, from the launching register on:
| family | cells | cell delay [ns] |
|---|---|---|
| xor gates and xnor gates | 1 | 0.12 |
| buffers and inverters | 1 | 0.11 |
| DFF | 1 | 0.31 |
| and+or+nand+nor | 1 | 0.06 |
power groups by stage:
stage | sequential, W | clock, W | combinational [W]
6_report | 0.000173 | 0.000197 | 0.0000501
5_1_grt | 0.000173 | 0.000223 | 0.0000571
4_1_cts | 0.000171 | 0.000206 | 0.0000460
worst max-delay path by stage:
stage,slack [ns],end,start,depth (start not counted)
finish,-0.04,ad9361_enable,genblk1.tdd_rx_rf_en_d,3
global route,-0.11,ad9361_enable,genblk1.tdd_rx_rf_en_d,3
CTS,-0.12,ad9361_enable,genblk1.tdd_rx_rf_en_d,3
per-layer routing:
| metal | routed length, µm | vias up |
|---|---|---|
| met2 | 140 | 12 |
| met1 | 287 | 48 |
| met3 | 69 | 0 |
| li1 | - | 68 |
| met5 | 0 | - |
| met4 | 0 | 0 |
cells by family after synthesis:
| family | share of synthesized area, % |
|---|---|
| buf+inv | 32.2 |
| simple gates | 13.4 |
| flops | 43.0 |
| xor+xnor | 9.40 |
| other cells | 2.01 |
final cells by class:
type	count	area, µm²
Fill cell	411	3100
Clock buffer	3	22.5
Tap cell	46	57.6
Timing Repair Buffer	9	75.1
Sequential cell	4	82.6
Multi-Input combinational cell	14	80.1
cells in the mapped netlist:
| cell type | count | area share (%) |
|---|---|---|
| nor2b_1 | 1 | 3.4 |
| buf_4 | 8 | 32 |
| dfxtp_1 | 4 | 43 |
| nand2_1 | 3 | 6.0 |
| conb_1 | 1 | 2.0 |
| nor2_1 | 2 | 4.0 |
| xnor2_1 | 2 | 9.4 |
timing repair:
| action | 4_1_cts | 5_1_grt |
|---|---|---|
| gates resized | 12 | 6 |
| cloned | 0 | 0 |
| setup endpoints to repair | 4 | 3 |
| pin swaps | 3 | 3 |
No activity file was given, so power comes from the tool's default toggle rates.

## ./config.mk

```make
export PLATFORM = sky130hd
export DESIGN_NAME = TRN_RMS
export DESIGN_NICKNAME = TRN_RMS
export VERILOG_FILES = /design/flow/design.v
export SDC_FILE = /design/flow/constraint.sdc
export NUM_CORES = 4
export LEC_CHECK = 1
export CORE_UTILIZATION = 50
```

## ./constraint.sdc

```tcl
current_design TRN_RMS

set clk_period 23.1
set clk_io_pct 0.2

create_clock -name clk0 -period $clk_period [get_ports {clk}]

set non_clock_inputs [all_inputs -no_clocks]
set_input_delay [expr $clk_period * $clk_io_pct] -clock clk0 $non_clock_inputs
set_output_delay [expr $clk_period * $clk_io_pct] -clock clk0 [all_outputs]
```

## ./design.v

```verilog
module TRN_RMS(
    input wire clk,
    input wire reset,
    input wire [DATA_WIDTH-1:0] data_in,
	output wire rms_tlast,
    output wire [39:0] result
);
parameter DATA_WIDTH = 20;
parameter SAMPLE_COUNT = 128;
localparam SHIFT_AMOUNT = $clog2(SAMPLE_COUNT);  
reg signed [46:0] sum;  
reg [7:0] sample_counter;  
reg signed [DATA_WIDTH-1:0] square_input;
reg [39:0] result_reg;
reg [39:0] old_data;
reg rms_tlast_reg;
always @(posedge clk or posedge reset) begin
    if (reset) begin
        sum <= 0;
        sample_counter <= 0;
        square_input <= 0;
        result_reg <= 0;
		rms_tlast_reg <= 0;
		old_data <= 0;
    end else begin
        square_input <= $signed(data_in);
		sum <= sum + square_input * square_input;
		sample_counter <= sample_counter + 1;
        if (sample_counter == SAMPLE_COUNT - 1) begin
            result_reg <= sum >> SHIFT_AMOUNT;
            sum <= 0;
            sample_counter <= 0;
			old_data <= result_reg;
			rms_tlast_reg <= 1;			
        end else begin
			result_reg <= old_data;
			rms_tlast_reg <= 0;
		end 
    end
end 
assign result = result_reg;
assign rms_tlast = rms_tlast_reg;
endmodule
```

## ./run.sh

```bash
#!/bin/bash
# OpenROAD 26Q1-2900-gdf79404cd8, Yosys 0.63+post, stock flow scripts
make -C /OpenROAD-flow-scripts/flow DESIGN_CONFIG=/design/flow/config.mk WORK_HOME=/design/flow/orfs finish
```

==> summary.txt <==
The following summarizes the physical implementation.

Die
After floorplanning, the die was sized to cover 46100 µm². The floorplan step defined a core boundary enclosing around 44000 µm². According to the floorplan log, the row count is between 70 and 80.

According to the floorplan report, the die height is 215 µm. Measured along the x axis, the die boundary spans 215 µm. For this configuration, the core starts out at a cell density of 0.509. Pin placement for this block handled 63 I/O pins.

Logic synthesis
The share of async-settable or async-resettable flops after synthesis is 1.00. Synthesis produced a netlist whose cell count is 2351. The commonest register cell is sky130_fd_sc_hd__dfrtp_1. The area fraction of the largest cell type after synthesis is 0.422. After synthesis the cells add up to 22600 µm². The netlist uses 67 different library cells. For this design, Yosys synthesis ends with a cell count of 2351. The number of enable-type register cells in the synthesized netlist is 0. sky130_fd_sc_hd__fa_1 takes more of the synthesized area than any other cell. The mean instance size in the synthesized netlist is 9.61 µm². The main area contributors are sky130_fd_sc_hd__fa_1 (42%), sky130_fd_sc_hd__dfrtp_1 (17%), sky130_fd_sc_hd__inv_1 (12%). Of the synthesized area, sequential elements account for 0.173. The number of warnings printed during yosys synthesis is 1. The number of storage elements in the synthesis netlist is 156. The yosys synthesis chip area is 22600 µm².

Run status
The flow ran to the end, and the final reports show no timing, DRC or antenna violations.

Clocking
The clock buffer count from CTS is 17. TritonCTS built the clock tree. After clock tree synthesis, the clock-pin slew on the worst setup and hold paths is 0.07 ns. Post-CTS repair changed the size of 0 cells.

Buffers inserted to repair hold after CTS numbered 0. The cell chosen for the clock root is sky130_fd_sc_hd__clkbuf_16. The clock network latency to the later pin of the worst-skew pair is about 0.47 ns.

Counting along the longest clock path gives a buffer depth of 2. According to the CTS report, the clock sink count is 156. The count of buffers added by post-CTS timing repair for setup is 0. The H-tree was split into 4 levels.

Timing
The final timing summary puts the cycle share of the worst path at 0.324. The final layout reports a setup TNS of 0 ns. For the finished layout, the period the worst path requires is 7.49 ns.

Hold is met by 0.458 ns. In this run the tightest slew margin relative to its limit is 0.430. The maximum achievable frequency is between 0.1 and 0.15 GHz.

For the final database, setup skew stands at 0.0150 ns. The slew of the pin with the lowest slew margin is 0.852 ns. In the final report, the number of pins over their slew limit comes to 0. Setup repair after global routing left no endpoint under its margin. The total count of hold-check failures in the final report is 0. The total of endpoints with negative setup slack in the final report is 0.

Drt
The routed design has 49300 µm of wire. The detail route stage leaves a number of antenna-violating nets equal to 0. For this run, design rule violations remaining after detail routing come to 0. Once iteration 0 of detailed routing completed, the report listed 667 DRC markers. The detailed-route via count is 14605. The routed design ends up with an antenna cell count of 0. The detailed-router iteration count before antenna repair is 4.

The script logs the mean routed wire length per placed instance as 16.5 µm. Using the TritonRoute via totals, the vias-per-cell ratio works out to 4.88.

Critical path
According to the timing report, the data required time at the worst endpoint equals 23.42 ns. In this run the critical path is formed by buf_4 -> nand2_1 -> fa_1 -> inv_1 -> fa_1 -> inv_1 -> fa_1 -> inv_1 -> fa_1 -> inv_1 -> fa_1 -> fa_1 -> fa_1 -> inv_1 -> ha_1 -> a21o_1 -> a21o_1 -> a31o_2 -> a21o_1 -> a221o_1 -> nor3_1 -> nor3b_2. The timing report shows the most common cell along the critical path to be sky130_fd_sc_hd__fa_1. The delay of the slowest cell on the worst path is 0.87 ns. The standard cell with the maximum stage delay on the critical path is sky130_fd_sc_hd__fa_1. The maximum fanout along the worst path is 21.

The arrival time of data at the worst endpoint is listed as 7.81 ns. The kind of cell with the highest combined delay along the critical path is adder cells. The element type at the critical path end is a flop. The critical path crosses 22 cells after its start point. Measured in cells, the most critical reg-to-reg path has a length of 22. The number of buffer and inverter instances along the worst setup path is 6. The worst setup path is launched from a flop. The critical path is of the flop to flop type.

Finish
Leaving out buffers and inverters, the combinational logic in the layout accounts for approximately 16000 µm². The fraction of final layout cells sized beyond drive strength 1 is 0.0379. The tally of non-filler cells in the final layout is 2994. The final core area utilization is 0.552. The storage element area is 3900 µm². The filler cells instantiated in the layout total 3953. The flip-flop count of the largest register after layout is ~47. The signed area change from the synthesized netlist to the final layout is 8.43%.

Place
The instance count after placement with tap cells included is ~3000. Per the placement log, port buffering inserted 62 buffers. The HPWL after detailed placement is 40400 µm. Per the gpl log, the routability congestion estimate is 0.955.

Run
Warnings raised by the tools during the run amount to 34. The number of max-capacitance violations reported is 0.

Global route
The number of global-route vias before repair is 16194. The global-route usage over all layers is 0.253. The pin count of the biggest net entering global routing is a little over 70. The number of antenna violations at the first check in global routing is 0. Per the GRT congestion report, total overflow comes to 0. The wire length of the first global-routing pass is 83800 µm.

Hold path
The worst hold path stage count is 2. The type of the worst min-delay path is flop to flop.
cell type report:
cell class,instances,area share
Timing Repair Buffer,91,0.0342
Sequential cell,156,0.159
Multi-Input combinational cell,1406,0.641
Inverter,717,0.110
Clock buffer,18,0.0179
Clock inverter,14,0.00705
Tap cell,592,0.0302
layout by cell type (no fill, tap or decap), types with 17 or more instances in the layout:
cell type / count
sky130_fd_sc_hd__dfrtp_1: 156
sky130_fd_sc_hd__fa_1: 476
sky130_fd_sc_hd__o21ai_0: 54
sky130_fd_sc_hd__nor2_1: 80
sky130_fd_sc_hd__nand2_1: 293
sky130_fd_sc_hd__xor2_1: 18
sky130_fd_sc_hd__buf_4: 29
sky130_fd_sc_hd__a21oi_1: 36
sky130_fd_sc_hd__a21o_1: 31
sky130_fd_sc_hd__clkbuf_16: 17
sky130_fd_sc_hd__xnor2_1: 37
sky130_fd_sc_hd__inv_1: 715
sky130_fd_sc_hd__clkdlybuf4s50_1: 62
sky130_fd_sc_hd__and2_1: 67
sky130_fd_sc_hd__ha_1: 163
through the flow:
step                instance area, µm²  worst slack, ns
CTS                              24500            15.60
global route                     24500            15.17
finish                           24500            15.61
floorplan                        22600            14.27
detailed placement               23900            15.63
global placement                 23900            15.71
per-layer routing:
layer | up-vias | global-route usage | part of all wire
li1 | 6896 | - | -
met2 | 284 | 0.418 | 0.54
met3 | 43 | 0.0649 | 0.055
met5 | - | 0 | 0
met4 | 0 | 0.0564 | 0.031
met1 | 7382 | 0.359 | 0.38
synth_stat cells, drive strengths merged (4+ instances only):
cell type	n
mux2i	8
nor2b	5
nor2	80
nand3	14
o21ai	60
and2	68
xor2	18
clkbuf	55
ha	163
o211ai	4
nand4	10
dfrtp	156
buf	17
nor3	14
o31ai	4
xnor2	37
a211oi	10
a21oi	39
a21o	31
fa	476
nand2b	12
and3	7
a31o	4
o21a	8
a31oi	8
nand2	294
inv	717
worst min-delay path, delay by kind of cell, from the launching register on:
family / cells / cell delay (ns)
flip-flops: 1 / 0.32
AND/OR/NAND/NOR: 2 / 0.10
path summary, 6_finish.rpt:
kind / start / endpoint / slack (ns)
min in group asynchronous: reset / rms_tlast_reg$_DFF_PP0_ / 4.58
hold / removal: old_data[24]$_DFFE_PP0P_ / old_data[24]$_DFFE_PP0P_ / 0.46
max in group asynchronous: reset / square_input[19]$_DFF_PP0_ / 16.82
setup reg to reg: square_input[5]$_DFF_PP0_ / sum[45]$_DFF_PP0_ / 15.61
hold reg to reg: old_data[24]$_DFFE_PP0P_ / old_data[24]$_DFFE_PP0P_ / 0.46
setup / recovery: square_input[5]$_DFF_PP0_ / sum[45]$_DFF_PP0_ / 15.61
logic make-up after synthesis:
family	synth area share
buffers and inverters	0.132
AND/OR/NAND/NOR	0.101
flip-flops	0.173
adder cells (fa/ha/maj)	0.512
AND-OR/OR-AND	0.0571
XOR/XNOR	0.0213
multiplexers	0.00354

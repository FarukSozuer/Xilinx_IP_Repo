## /design/flow/design.v

```verilog
`timescale 1ns / 1ps
module TRN_PHASE_INC(
    input clk,
    input reset,
	input [31:0] step_size,
	input [31:0] start_freq,
	input [31:0] stop_freq,
    output reg m_axis_phase_tvalid,
    output reg m_axis_phase_tlast,
    input m_axis_phase_tready,
    output reg [31:0] m_axis_phase_tdata
    );
    reg [31:0] carrier_freq;
    reg [31:0] carrier_period; 
	wire [31:0] carrier_freq_100k;
	assign carrier_freq_100k = step_size; 
	wire [31:0] carrier_freq_16m;
    wire [31:0] carrier_period_16m; 
    assign carrier_freq_16m = start_freq; 
    assign carrier_period_16m = 32'd77; 
    wire [31:0] carrier_freq_17m;
    wire [31:0] carrier_period_17m;
    assign carrier_freq_17m = stop_freq; 
    reg [2:0] state_reg;
    reg [31:0] period_wait_cnt;
    parameter init               = 3'd0;
    parameter SetCarrierFreq     = 3'd1;
    parameter SetTvalidHigh      = 3'd2;
    parameter SetSlavePhaseValue = 3'd3;
    parameter CheckTready        = 3'd4;
    parameter WaitState          = 3'd5;   
    parameter SetTlastHigh       = 3'd6;
    parameter SetTlastLow        = 3'd7;
    always @ (posedge clk or posedge reset)
        begin                    
            if (reset == 1'b1)
                begin
                    m_axis_phase_tdata[31:0] <= 32'd0;
                    state_reg <= init;
                end
            else
                begin
                    case(state_reg)
                        init :  
                            begin
                                period_wait_cnt <= 32'd0;
                                m_axis_phase_tlast <= 1'b0;
                                m_axis_phase_tvalid <= 1'b0;
                                carrier_freq <= carrier_freq_16m;
                                state_reg <= SetCarrierFreq; 
                            end
                        SetCarrierFreq :  
                            begin         
                                if (carrier_freq > carrier_freq_17m)
                                    begin
                                        carrier_freq <= carrier_freq_16m;
                                    end
                                else
                                    begin
                                        carrier_freq <= carrier_freq + carrier_freq_100k;
                                    end
                                carrier_period <= carrier_period_16m;
                                state_reg <= SetTvalidHigh;
                            end
                        SetTvalidHigh :  
                            begin
                                m_axis_phase_tvalid <= 1'b1;  
                                state_reg <= SetSlavePhaseValue;
                            end
                        SetSlavePhaseValue :  
                            begin
                                m_axis_phase_tdata[31:0] <= carrier_freq;
                                state_reg <= CheckTready;
                            end
                        CheckTready :  
                            begin
                                if (m_axis_phase_tready == 1'b1)
                                    begin
                                        state_reg <= WaitState;
                                    end
                                else    
                                    begin
                                        state_reg <= CheckTready;
                                    end
                            end
                        WaitState :  
                            begin
                                if (period_wait_cnt >= carrier_period)
                                    begin
                                        period_wait_cnt <= 32'd0; 
                                        state_reg <= SetTlastHigh;
                                    end
                                else
                                    begin
                                        period_wait_cnt <= period_wait_cnt + 1;
                                        state_reg <= WaitState;
                                    end
                            end
                        SetTlastHigh :  
                            begin
                                m_axis_phase_tlast <= 1'b1;
                                state_reg <= SetTlastLow;
                            end
                        SetTlastLow :  
                            begin
                                m_axis_phase_tlast <= 1'b0;
                                state_reg <= SetCarrierFreq; 
                            end
                    endcase 
                end
        end
endmodule
```

## /design/flow/run.sh

```bash
#!/bin/bash
# OpenROAD 26Q1-2900-gdf79404cd8, Yosys 0.63+post, stock flow scripts
make -C /OpenROAD-flow-scripts/flow DESIGN_CONFIG=/design/flow/config.mk WORK_HOME=/design/flow/orfs finish
```

## /design/flow/config.mk

```make
export PLATFORM = sky130hd
export DESIGN_NAME = TRN_PHASE_INC
export DESIGN_NICKNAME = TRN_PHASE_INC
export VERILOG_FILES = /design/flow/design.v
export SDC_FILE = /design/flow/constraint.sdc
export NUM_CORES = 4
export LEC_CHECK = 1
export CORE_UTILIZATION = 50
```

## /design/flow/constraint.sdc

```tcl
current_design TRN_PHASE_INC

set clk_period 9.0
set clk_io_pct 0.2

create_clock -name clk0 -period $clk_period [get_ports {clk}]

set non_clock_inputs [all_inputs -no_clocks]
set_input_delay [expr $clk_period * $clk_io_pct] -clock clk0 $non_clock_inputs
set_output_delay [expr $clk_period * $clk_io_pct] -clock clk0 [all_outputs]
```

==> results.py <==
# Physical implementation metrics
metrics = {
    "floorplan": {
        "fp_util_pct": 52.20,
        "row_count": 40,
        "pin_count": 133,
        "chipArea_um2": 13210,
        "core_um2": 12210,
        "die_w_um": 114.9,
        "die.size.y_um": 114.9,
    },
    "sta": {
        "setup_violations": 0,
        "hold_violations": 0,
        "setup_tns_ns": 0,
        "period_minus_slack_ns": 4.806,
        "setup_slack_ns": 4.194,
        "max_freq_mhz": 208.1,
        "slew_headroom_pct": 48.82,
        "maxSlewViolCount": 0,
        "rsz0062_at_grt": "no",
        "tightest_slew_ns": 0.7483,
        "period_used_pct": 53.40,
        "skew_ns": 0.008810,
    },
    "clock_network": {
        "clkLatencyLatePin_ns": 0.35,
        "cts_resized": 0,
        "clock_path_buffers": 2,
        "root_buffer": "clkbuf_16",
        "cts.clk_slew.worst_paths_ns": 0.08,
        "post-cts-setup-buffers": 0,
        "htree_levels": 3,
        "cts_hold_buffers": 0,
        "cts_sinks": 106,
        "cts_tree": "built",
        "cts_made_buffers": 9,
    },
    "placement": {
        "dp_hpwl_um": 10500,
        "globalplace.congestion": 0.9064,
        "pre_cts_ws_ns": 3.743,
        "dp_cells": 878,
        "place.port_buffers": 132,
    },
    "setup_path": {
        "cp-end-kind": "flip-flop",
        "cp_common_cell": "a21oi_1",
        "rr_endpoint": "carrier_freq[29]$_DFFE_PP_",
        "critPathMaxStageDelay_ns": 0.68,
        "crit_type": "in2reg",
        "r2r_cells": 10,
        "arrival_ns": 4.91,
        "r2r_start": "carrier_freq[17]$_DFFE_PP_",
        "crit_required_ns": 9.10,
        "r2r_slack_ns": 5.67,
        "path_cells": "clkdlybuf4s50_1, inv_1, ha_1, a21o_1, nand3_1, a21oi_1, a2111oi_0, o2111ai_1, a21oi_1, a41o_1, buf_4, mux2_2",
        "crit_slowest_cell": "a2111oi_0",
        "critPathLaunchType": "input pin",
        "crit_fanout": 29,
    },
    "hold_path": {
        "holdPathEnd": "state_reg[7]$_DFF_PP0_",
        "hold_depth": 0,
        "hp-class": "reg2reg",
        "hold_start": "state_reg[3]$_DFF_PP0_",
    },
    "route": {
        "antenna_cells": 0,
        "dr.first_iter.drc_count": 179,
        "vias": 4674,
        "drt-total-wl_um": 13930,
        "route.detailed.drc": 0,
        "first_pass_iters": 4,
        "postRouteAntennaNets": 0,
        "via_per_inst": 5.228,
        "wl_per_cell_um": 15.58,
    },
    "layout": {
        "fillers": 944,
        "seq_area_um2": 2984,
        "reg.largest.list": "carrier_freq x32, m_axis_phase_tdata x32, period_wait_cnt x32",
        "drive_above_1_share_pct": 10.61,
        "area_growth_pct": 30.48,
        "final_cells": 894,
        "fin_util_pct": 68.11,
        "logic_area_um2": 3288,
    },
    "power_and_ir_drop": {
        "power_density_nw_per_um2": 195.7,
        "ir_worst_vdd_uv": 137.3,
        "p_int_uw": 1122,
        "combinationalPowerShare_pct": 35.2,
        "pwr-share-clk_pct": 24.4,
        "seqPwrFrac_pct": 40.4,
        "power.switching_uw": 505.8,
        "p_leak_uw": 0.003496,
        "switching_share_pct": 31.07,
    },
    "logic_synthesis": {
        "synthArstFlopShare_pct": 37.74,
        "synth_area_um2": 6375,
        "yosys_warnings": 1,
        "syn_area_per_cell_um2": 11.44,
        "yosys_most_used_dff": "edfxtp_1",
        "edf_count": 66,
        "yosys_area_um2": 6375,
        "ys_cells": 557,
        "yosysUniqueCellTypes": 52,
        "syn_inst": 557,
        "yosys_register_bits": 106,
        "ys_seq_share_pct": 46.81,
    },
    "global_routing": {
        "track_usage_pct": 24.05,
        "first_global_vias": 4780,
        "grt_max_degree": 41,
        "top_usage_layer": "met2",
        "use_met3_pct": 7.775,
        "antenna_found_initial": 0,
        "use_met2_pct": 37.55,
        "grt-ovfl-total": 0,
        "grt_pass1_wl_um": 23290,
        "grtUsageMet1_pct": 36.02,
    },
    "run": {
        "maxCapViolCount": 0,
        "tool_warnings": 28,
    },
    "status": {
        "outcome": "finished, final reports clean",
    },
}
## kinds of logic after synthesis
group	share of synthesized area (%)
AOI/OAI and AO/OA	11.50
and+or+nand+nor	9.107
adders and majority gates	13.27
buffers and inverters	3.238
xor gates and xnor gates	4.671
other	0.05882
muxes	11.34
DFF	46.81
## power groups by stage
stage	registers [uW]	logic [uW]	clock network, uW
4_1_cts	659	578	411
5_1_grt	668	645	429
6_report	658	573	397
## placed cells by master (no fill, tap or decap), types with 13 or more instances in the layout
cell,count
nor2_1,26
xnor2_1,18
xor2_1,16
ha_1,66
mux2_1,16
a21o_1,16
conb_1,26
edfxtp_1,66
nand2_1,31
nor3_1,13
clkdlybuf4s50_1,132
inv_1,44
a21oi_1,38
dfrtp_1,39
mux2_2,46
## layout make-up
type,count,area share (%)
Inverter,45,2.031
Clock buffer,9,2.708
Timing Repair Buffer,137,16.34
Sequential cell,106,35.88
Tap cell,168,2.527
Multi-Input combinational cell,422,39.53
Clock inverter,7,0.9928
## critical path: cells and delay by family
kind / cells / cell delay, ns
AND-OR/OR-AND: 6 / 1.43
adder cells (fa/ha/maj): 1 / 0.30
buffers and inverters: 3 / 0.91
multiplexers: 1 / 0.38
AND/OR/NAND/NOR: 1 / 0.07
## through the flow
step                instance area (um^2)  hold slack (ns)  power [uW]
finish                              8318           0.3980        1628
global route                        8318           0.4284        1742
CTS                                 8318           0.4049        1648
detailed placement                  8010           0.3693        1241
global placement                    8010           0.3889        1230
floorplan                           6469           0.3543        1032
## routing by layer
| layer | part of all wire [%] | vias to the layer above |
|---|---|---|
| li1 | - | 2353 |
| met1 | 46 | 2194 |
| met2 | 45 | 114 |
| met3 | 7.8 | 13 |
| met4 | 1.3 | 0 |
| met5 | 0 | - |
## cell usage after synthesis, types with 7 or more instances
| library cell | instances | area (um^2) |
|---|---|---|
| edfxtp_1 | 66 | 1982 |
| ha_1 | 66 | 825.8 |
| mux2_2 | 46 | 518.0 |
| inv_1 | 45 | 168.9 |
| dfrtp_1 | 39 | 975.9 |
| a21oi_1 | 38 | 190.2 |
| nand2_1 | 31 | 116.4 |
| nor2_1 | 28 | 105.1 |
| xnor2_1 | 18 | 157.7 |
| a21o_1 | 16 | 120.1 |
| mux2_1 | 16 | 180.2 |
| xor2_1 | 16 | 140.1 |
| nor3_1 | 13 | 65.06 |
| nand3_1 | 12 | 60.06 |
| nand4_1 | 12 | 75.07 |
| o21ai_0 | 11 | 55.05 |
| nor2b_1 | 7 | 43.79 |
| o21ai_1 | 7 | 35.03 |
## worst max-delay path by stage
| stage | startpoint | to | slack [ns] | cells past startpoint |
|---|---|---|---|---|
| 5_1_grt | stop_freq[19] | carrier_freq[29]$_DFFE_PP_ | 3.86 | 11 |
| 4_1_cts | stop_freq[17] | carrier_freq[29]$_DFFE_PP_ | 4.12 | 12 |
| 6_report | stop_freq[17] | carrier_freq[29]$_DFFE_PP_ | 4.19 | 12 |
Power and IR drop assume default switching activity.
